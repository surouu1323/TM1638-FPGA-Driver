==> flow/design.v <==
module counter (
    input        clk_1mhz,
    input        rst_n,
    output [63:0] seg_flat    
);
    reg [23:0] div_cnt;
    reg        tick_10hz;
    always @(posedge clk_1mhz or negedge rst_n) begin
        if (!rst_n) begin
            div_cnt   <= 0;
            tick_10hz <= 1'b0;
        end else if (div_cnt == 24'd999_999) begin
            div_cnt   <= 0;
            tick_10hz <= 1'b1;
        end else begin
            div_cnt   <= div_cnt + 1'b1;
            tick_10hz <= 1'b0;
        end
    end
    reg [3:0] hex_cnt;
    always @(posedge clk_1mhz or negedge rst_n) begin
        if (!rst_n)
            hex_cnt <= 4'h0;
        else if (tick_10hz)
            hex_cnt <= hex_cnt + 1'b1;
    end
    genvar i;
    generate
        for (i = 0; i < 8; i = i + 1) begin : FLATTEN_OUT
            assign seg_flat[i*8 +: 8] = {1'b0, hex_to_7seg(hex_cnt)};
        end
    endgenerate
    function [6:0] hex_to_7seg;
        input [3:0] hex;
        begin
            case (hex)
                4'h0: hex_to_7seg = 7'b0111111;
                4'h1: hex_to_7seg = 7'b0000110;
                4'h2: hex_to_7seg = 7'b1011011;
                4'h3: hex_to_7seg = 7'b1001111;
                4'h4: hex_to_7seg = 7'b1100110;
                4'h5: hex_to_7seg = 7'b1101101;
                4'h6: hex_to_7seg = 7'b1111101;
                4'h7: hex_to_7seg = 7'b0000111;
                4'h8: hex_to_7seg = 7'b1111111;
                4'h9: hex_to_7seg = 7'b1101111;
                4'hA: hex_to_7seg = 7'b1110111;
                4'hB: hex_to_7seg = 7'b1111100;
                4'hC: hex_to_7seg = 7'b0111001;
                4'hD: hex_to_7seg = 7'b1011110;
                4'hE: hex_to_7seg = 7'b1111001;
                4'hF: hex_to_7seg = 7'b1110001;
                default: hex_to_7seg = 7'b0000000;
            endcase
        end
    endfunction
endmodule
==> flow/run.sh <==
#!/bin/bash
# OpenROAD 26Q1-2900-gdf79404cd8, Yosys 0.63+post, stock flow scripts
make -C /OpenROAD-flow-scripts/flow DESIGN_CONFIG=/design/flow/config.mk WORK_HOME=/design/flow/orfs finish
==> flow/config.mk <==
export PLATFORM = sky130hd
export DESIGN_NAME = counter
export DESIGN_NICKNAME = counter
export VERILOG_FILES = /design/flow/design.v
export SDC_FILE = /design/flow/constraint.sdc
export NUM_CORES = 4
export LEC_CHECK = 1
export CORE_AREA = 10 10 99 99
export DIE_AREA = 0 0 109 109
==> flow/constraint.sdc <==
current_design counter

set clk_period 3.2
set clk_io_pct 0.2

create_clock -name clk0 -period $clk_period [get_ports {clk_1mhz}]

set non_clock_inputs [all_inputs -no_clocks]
set_input_delay [expr $clk_period * $clk_io_pct] -clock clk0 $non_clock_inputs
set_output_delay [expr $clk_period * $clk_io_pct] -clock clk0 [all_outputs]
==> flow_results.xml <==
<?xml version="1.0" encoding="UTF-8"?>
<metrics>
  <group name="outcome">
    <metric name="result_of_the_run" unit="">finished, final reports clean</metric>
  </group>
  <group name="critical_path">
    <metric name="end_kind" unit="">primary output</metric>
    <metric name="data_required_time_of_the_critical_path" unit="ns">2.56</metric>
    <metric name="startpoint_type" unit="">flop</metric>
    <metric name="cp_num_buf_inv" unit="">2</metric>
    <metric name="timing.critical_path.slowest_cell_delay" unit="ns">0.58</metric>
    <metric name="timing_worst_setup_path_type" unit="">flop to primary output</metric>
    <metric name="critical_path_peak_fanout" unit="">8</metric>
    <metric name="worstPathArrival" unit="ns">2.32</metric>
    <metric name="path_delay_family" unit="">buffers and inverters</metric>
    <metric name="cp_slowest_cell" unit="">sky130_fd_sc_hd__clkdlybuf4s50_1</metric>
    <metric name="crit_path_cell_trace" unit="">inv_1 &gt; ha_1 &gt; mux2i_1 &gt; nor2_1 &gt; a21oi_1 &gt; clkdlybuf4s50_1</metric>
  </group>
  <group name="sta">
    <metric name="max_clock_freq" unit="MHz">337.8</metric>
    <metric name="setup-tns-final" unit="ns">0</metric>
    <metric name="max_slew.worst_pin.slew" unit="ns">0.5502</metric>
    <metric name="setup_ws" unit="ns">0.2393</metric>
    <metric name="slew_violations" unit="">0</metric>
    <metric name="unrepaired_setup_endpoints_after_global_routing" unit="">false</metric>
    <metric name="timing.final.setup_violations" unit="">0</metric>
    <metric name="slew-limit-headroom" unit="%">63.32</metric>
    <metric name="final.period_utilization" unit="%">92.52</metric>
    <metric name="worst_clock_skew" unit="ns">0.005002</metric>
    <metric name="min_period" unit="ns">2.961</metric>
    <metric name="final.hold.worst_slack" unit="ns">0.4786</metric>
    <metric name="finalHoldViolations" unit="">0</metric>
  </group>
  <group name="cts">
    <metric name="worst_setup_hold_path_clk_slew" unit="ns">0.06</metric>
    <metric name="cts_tree" unit="">yes</metric>
    <metric name="clk-insertion-delay-late" unit="ns">0.27</metric>
    <metric name="cts-hold-fix-buffers" unit="">0</metric>
    <metric name="number_of_buffers_created_by_cts" unit="">5</metric>
    <metric name="clkSinkCount" unit="">29</metric>
    <metric name="root_buffer" unit="">sky130_fd_sc_hd__clkbuf_8</metric>
    <metric name="htree_num_levels" unit="">2</metric>
    <metric name="cts_max_path_buffers" unit="">2</metric>
  </group>
  <group name="synth">
    <metric name="yosys_cells" unit="">223</metric>
    <metric name="yosys.stat.seqShare" unit="%">35.34</metric>
    <metric name="synth.largest_area_cell" unit="">sky130_fd_sc_hd__dfrtp_1</metric>
    <metric name="post_synth.cell_area_avg" unit="um2">9.207</metric>
    <metric name="netlist.area_leader.share" unit="%">35.34</metric>
    <metric name="synthTopCellsByArea" unit="">sky130_fd_sc_hd__dfrtp_1, sky130_fd_sc_hd__buf_4, sky130_fd_sc_hd__xnor2_1</metric>
    <metric name="tally_of_yosys_warning_messages" unit="">1</metric>
    <metric name="netlist_area" unit="um2">2053</metric>
    <metric name="synth.lib_cells_used.distinct" unit="">33</metric>
    <metric name="syn_inst" unit="">223</metric>
    <metric name="yosys_register_bits" unit="">29</metric>
    <metric name="ys_area" unit="um2">2053</metric>
  </group>
  <group name="final_layout">
    <metric name="layout-drive-gt1-share" unit="%">8.051</metric>
    <metric name="instances_no_fill" unit="">338</metric>
    <metric name="final_util" unit="%">31.77</metric>
    <metric name="area_delta_synth_final" unit="%">19.56</metric>
  </group>
  <group name="route">
    <metric name="avgViaCountPerCell" unit="">4.231</metric>
    <metric name="drc_errors" unit="">0</metric>
    <metric name="first_drt_iteration_drcs" unit="">42</metric>
    <metric name="routed_wire_length_per_instance" unit="um">12.25</metric>
    <metric name="via_count" unit="">1430</metric>
    <metric name="antenna-diode-count" unit="">0</metric>
    <metric name="firstDrtPassIters" unit="">4</metric>
    <metric name="final_antenna_net_count" unit="">0</metric>
    <metric name="detail_route.wirelength" unit="mm">4.142</metric>
  </group>
  <group name="job">
    <metric name="openroad.warnings" unit="">32</metric>
    <metric name="maxCapViolations" unit="">0</metric>
  </group>
  <group name="floorplanning">
    <metric name="core_util_floorplan" unit="%">26.57</metric>
    <metric name="design.core.area" unit="um2">7727</metric>
    <metric name="floorplan.die.height" unit="um">109</metric>
    <metric name="fp.dieArea" unit="um2">11880</metric>
    <metric name="io-pin-count" unit="">66</metric>
    <metric name="fp.dieW" unit="um">109</metric>
    <metric name="row_count" unit="">32</metric>
  </group>
  <group name="global_routing">
    <metric name="grt_first_pass_wirelength" unit="mm">6.451</metric>
    <metric name="grt_start_max_net_pins" unit="">30</metric>
    <metric name="grt_pass1_vias" unit="">1343</metric>
    <metric name="globalRoute.totalOverflow" unit="">0</metric>
    <metric name="grt.total_usage" unit="%">6.435</metric>
    <metric name="initial_antenna_violation_count" unit="">0</metric>
  </group>
  <group name="pwr">
    <metric name="cellPowerDensity" unit="nW/um2">273.7</metric>
    <metric name="ir_worst_vdd" unit="mV">0.1945</metric>
    <metric name="static-leakage-power" unit="uW">0.001039</metric>
  </group>
  <group name="placed_design">
    <metric name="place_congestion" unit="">0.8623</metric>
    <metric name="dp.final_hpwl" unit="mm">3.190</metric>
    <metric name="numPlacedInstances" unit="">331</metric>
    <metric name="port_buffer_cells" unit="">57</metric>
    <metric name="dp_slack" unit="ns">0.4385</metric>
  </group>
  <group name="min_path">
    <metric name="hp-class" unit="">flop to flop</metric>
  </group>
</metrics>
[path summary, 6_finish.rpt]
kind / from / end / slack, ns / cells past startpoint
worst min register to register: div_cnt[23] / div_cnt[23] / 0.48 / 1
worst max-delay path: hex_cnt[0] / seg_flat[30] / 0.24 / 6
min in group asynchronous: rst_n / div_cnt[21] / 0.74 / 2
max in group asynchronous: rst_n / hex_cnt[2] / 2.19 / 2
worst max register to register: div_cnt[0] / div_cnt[18] / 1.20 / 5
worst min-delay path: div_cnt[23] / div_cnt[23] / 0.48 / 1
[placed cells by master, fill, tap and decap left out, drive strengths merged]
cell / count
clkbuf: 7
buf: 3
and3: 2
nor4b: 1
o21ai: 4
conb: 8
a21oi: 9
dfrtp: 29
clkdlybuf4s50: 57
nor2: 14
or4: 3
a2bb2oi: 1
mux2i: 1
xnor2: 13
o31ai: 1
nor4: 6
nand4: 10
o221ai: 1
and4: 3
xor2: 8
nand2b: 2
nand3: 8
inv: 8
a211oi: 2
a31oi: 1
ha: 9
nand2: 13
or3: 1
nor2b: 3
nor3: 8
[cell type report]
type | count | area [um2]
fill | 788 | 5273
multi-input combinational | 132 | 892.1
sequential | 29 | 725.7
timing repair buffer | 60 | 593.1
tap | 102 | 127.6
clock buffer | 7 | 86.33
inverter | 8 | 30.03
[kinds of logic (layout without fill, tap and decap cells)]
group / count (synthesis) / count (layout) / synth area share, %
AND-OR/OR-AND: 19 / 19 / 5.607
XOR/XNOR: 21 / 21 / 8.958
adder cells (fa/ha/maj): 9 / 9 / 5.485
buffers and inverters: 69 / 75 / 23.16
flip-flops: 29 / 29 / 35.34
multiplexers: 1 / 1 / 0.4875
other: 1 / 8 / 0.1826
AND/OR/NAND/NOR: 74 / 74 / 20.78
[repair_timing]
item / in CTS / in global routing
hold endpoints to repair: 0 / 0
setup endpoints to repair: 0 / 13
buffers inserted: 0 / 0
gates resized: 0 / 3
[per-layer routing]
metal | track usage, % | share of wire (%)
met1 | 8.809 | 45
met2 | 9.597 | 38
met4 | 1.036 | 1.2
met3 | 2.569 | 16
met5 | 0 | 0
[synth_stat cells]
cell type                   instances
sky130_fd_sc_hd__and4_2             1
sky130_fd_sc_hd__nor3_1             8
sky130_fd_sc_hd__a31oi_1            1
sky130_fd_sc_hd__buf_2              2
sky130_fd_sc_hd__o21ai_0            4
sky130_fd_sc_hd__or4_4              3
sky130_fd_sc_hd__ha_1               9
sky130_fd_sc_hd__nand3_4            2
sky130_fd_sc_hd__nor4b_1            1
sky130_fd_sc_hd__clkbuf_1           2
sky130_fd_sc_hd__a21oi_1            8
sky130_fd_sc_hd__a21oi_2            1
sky130_fd_sc_hd__a2bb2oi_1          1
sky130_fd_sc_hd__mux2i_1            1
sky130_fd_sc_hd__nand3_1            6
sky130_fd_sc_hd__xnor2_1           13
sky130_fd_sc_hd__conb_1             1
sky130_fd_sc_hd__dfrtp_1           29
sky130_fd_sc_hd__and3_1             2
sky130_fd_sc_hd__or3_1              1
sky130_fd_sc_hd__xor2_1             8
sky130_fd_sc_hd__nor4_1             6
sky130_fd_sc_hd__nand4_1           10
sky130_fd_sc_hd__nor2_1            14
sky130_fd_sc_hd__a211oi_1           2
sky130_fd_sc_hd__inv_1              8
sky130_fd_sc_hd__o31ai_1            1
sky130_fd_sc_hd__and4_1             2
sky130_fd_sc_hd__buf_4             57
sky130_fd_sc_hd__nand2_1           13
sky130_fd_sc_hd__nor2b_1            3
sky130_fd_sc_hd__nand2b_1           2
sky130_fd_sc_hd__o221ai_1           1
[worst register-to-register path, cell delays in order (launching register included)]
cell and delay, ns:
sky130_fd_sc_hd__dfrtp_1 0.40, sky130_fd_sc_hd__ha_1 0.25, sky130_fd_sc_hd__nand3_4 0.15, sky130_fd_sc_hd__or4_4 0.57, sky130_fd_sc_hd__or4_4 0.43, sky130_fd_sc_hd__a21oi_2 0.13
[flip-flops by register name (all words and copies together) (netlist names)]
| signal | cells |
|---|---|
| div_cnt | 24 |
| hex_cnt | 4 |
| tick_10hz | 1 |
[report_power, final]
group / internal (uW) / switching (uW) / total [uW]
Sequential: 367 / 0 / 367
Clock: 170 / 126 / 296
Combinational: 1.87 / 7.29 / 9.16
[per-stage QoR]
| stage | area [um2] | total power (uW) |
|---|---|---|
| 2_1_floorplan | 2079 | 380.4 |
| 3_3_place_gp | 2355 | 383.8 |
| 3_5_place_dp | 2355 | 383.8 |
| 4_1_cts | 2441 | 682.8 |
| 5_1_grt | 2455 | 701.8 |
| 6_report | 2455 | 671.8 |
Power is estimated from default activity; no workload was simulated.
