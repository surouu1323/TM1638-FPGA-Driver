## flow/config.mk

```make
export PLATFORM = sky130hd
export DESIGN_NAME = tm1638
export DESIGN_NICKNAME = tm1638
export VERILOG_FILES = /design/flow/design.v
export SDC_FILE = /design/flow/constraint.sdc
export NUM_CORES = 4
export LEC_CHECK = 1
export CORE_UTILIZATION = 30
```

## flow/constraint.sdc

```tcl
current_design tm1638

set clk_period 6.9
set clk_io_pct 0.2

create_clock -name clk0 -period $clk_period [get_ports {clk}]

set non_clock_inputs [all_inputs -no_clocks]
set_input_delay [expr $clk_period * $clk_io_pct] -clock clk0 $non_clock_inputs
set_output_delay [expr $clk_period * $clk_io_pct] -clock clk0 [all_outputs]
```

## flow/design.v

```verilog
module tm1638 (
    input  wire        clk,
    input  wire        rst_n,
    output wire        SCLK,    
    output reg         CS_n,        
    inout  wire        DIO,         
    input  wire [63:0] seg,         
    input  wire [7:0]  led,         
    output reg  [7:0]  button       
);
    localparam BRIDGNESS = 3'd0;
    localparam 
        ST_INITIAL  = 2'd0,    
        ST_LEDS_CMD = 2'd1,    
        ST_LEDS     = 2'd2,    
        ST_BUTTON   = 2'd3;    
    localparam 
        DISPLAY_CMD_INST    = {5'h11, BRIDGNESS},
        WR_LED_CMD_INST     = 8'h40,
        START_LED_ADDR_INST = 8'hC0,
        RD_BUTTON_CMD_INST  = 8'h42;
    reg d_out;
    assign DIO = (d_out == 1'b1) ? 1'bZ : 1'b0;
    reg [1:0]  state;
    reg [5:0]  cnt;
    reg [7:0]  but_tam;
    reg [63:0] sub_seg;       
    reg [7:0]  sub_led;       
    reg  [7:0] shift_data;
    reg        shift_start;
    reg        shift_en;
    wire       shift_busy;
    reg sclk_en_out;
    reg sclk_en_in;
    assign SCLK = (sclk_en_out | sclk_en_in)? clk: 1'b1;
    always @(posedge clk or negedge rst_n) begin
        if (!rst_n) begin
            but_tam     <= 8'd0;
            button      <= 8'd0;
            cnt         <= 6'd0;
            shift_data  <= 8'd0;
            shift_start <= 1'b0;
            shift_en    <= 1'b1;
            sclk_en_in  <= 1'b0;
            sub_led     <= 8'd0;
            sub_seg     <= 64'd0;
            state       <= ST_INITIAL;
        end
        else begin
            case (state)
                ST_INITIAL: begin
                    shift_en <= 1'b1;
                    sub_led <= led;
                    sub_seg <= seg;
                    if (!shift_busy) begin
                        shift_data  <= DISPLAY_CMD_INST;
                        shift_start <= 1'b1;
                        if (shift_start) begin
                            shift_start <= 1'b0;
                            shift_en    <= 1'b0;
                            state       <= ST_LEDS_CMD;
                        end
                    end
                end
                ST_LEDS_CMD: begin
                    shift_en <= 1'b1;
                    if (!shift_busy) begin
                        shift_data  <= WR_LED_CMD_INST;
                        shift_start <= 1'b1;
                        if (shift_start) begin
                            shift_start <= 1'b0;
                            shift_en    <= 1'b0;
                            state       <= ST_LEDS;
                        end
                    end
                end
                ST_LEDS: begin
                    shift_en <= 1'b1;
                    shift_start <= 1'b1;
                    if (!shift_busy) begin
                        cnt <= cnt + 1'b1;
                        if (cnt == 6'd0) begin
                            shift_data <= START_LED_ADDR_INST;
                        end
                        else if (cnt < 6'd17) begin
                            if (cnt[0]) begin
                                shift_data <= sub_seg[(cnt >> 1) << 3 +: 8];
                            end
                            else begin
                                shift_data <= {7'd0, sub_led[(cnt >> 1) - 1]};
                            end
                        end
                        else begin
                            shift_en <= 1'b0;
                            cnt      <= 6'd0;
                            state    <= ST_BUTTON;
                        end
                    end
                end
                ST_BUTTON: begin
                    if (!shift_busy) begin
                        cnt <= cnt + 1'b1;
                        if (cnt == 6'd0) begin
                            shift_data  <= RD_BUTTON_CMD_INST;
                            shift_start <= 1'b1;
                            shift_en    <= 1'b1;
                        end
                        else if (cnt < 6'd4) begin
                            shift_start <= 1'b0;
                            if (cnt == 6'd3)
                                sclk_en_in <= 1'b1;
                        end
                        else begin
                            if (cnt[2:0] == 3'd4)
                                but_tam[3:0] <= {DIO, but_tam[3:1]};
                            else if (cnt[2:0] == 3'd0)
                                but_tam[7:4] <= {DIO, but_tam[7:5]};
                        end
                        if (cnt == 6'd36) begin
                            shift_en   <= 1'b0;
                            button     <= but_tam;
                            cnt        <= 6'd0;
                            sclk_en_in <= 1'b0;
                            if (led != sub_led || seg != sub_seg) begin
                                sub_led <= led;
                                sub_seg <= seg;
                                state   <= ST_LEDS_CMD;
                            end
                            else
                                state <= ST_BUTTON;
                        end
                    end
                end
                default: state <= ST_INITIAL;
            endcase
        end
    end
    localparam 
        ST_SHIFT_IDLE  = 1'd0,
        ST_SHIFT_START = 1'd1;
    reg       shift_state;
    reg [2:0] shift_count;
    always @(negedge clk or negedge rst_n) begin
        if (!rst_n) begin
            d_out        <= 1'b1;
            shift_count  <= 3'd0;
            shift_state  <= ST_SHIFT_IDLE;
            CS_n         <= 1'b1;
            sclk_en_out  <= 1'b0;
        end
        else begin
            case (shift_state)
                ST_SHIFT_IDLE: begin
                    d_out       <= 1'b1;
                    sclk_en_out <= 1'b0;
                    if (!shift_en)
                        CS_n <= 1'b1;
                    if (shift_start && shift_en)
                        shift_state <= ST_SHIFT_START;
                    else
                        shift_state <= ST_SHIFT_IDLE;
                end
                ST_SHIFT_START: begin
                    CS_n         <= 1'b0;
                    sclk_en_out  <= 1'b1;
                    d_out        <= shift_data[shift_count];
                    shift_count  <= shift_count + 1'b1;
                    if (shift_count == 3'd7) begin
                        shift_count <= 3'd0;
                        shift_state <= ST_SHIFT_IDLE;
                    end
                end
                default: ;
            endcase
        end
    end
    assign shift_busy = (shift_state == ST_SHIFT_START);
endmodule
```

## flow/run.sh

```bash
#!/bin/bash
# OpenROAD 26Q1-2900-gdf79404cd8, Yosys 0.63+post, stock flow scripts
make -C /OpenROAD-flow-scripts/flow DESIGN_CONFIG=/design/flow/config.mk WORK_HOME=/design/flow/orfs finish
```

==> results.txt <==
Main metrics from the flow reports.

The run finished with clean final reports. The total negative slack is 0 ns. The arrival time reported for the critical path endpoint is 4.83 ns. The endpoint of the worst hold path is reported as shift_count[0].

Post-CTS repair changed the size of 0 cells. The buffer depth of the longest clock path came out at 2. The cell sequence reported for the critical path is clkdlybuf4s50_1. Measured against its own limit, the worst slew margin works out to 0.447.

The slowest stage of the critical path is the sky130_fd_sc_hd__dfstp_2 cell. The chip occupies 23700 sq um. By instance count after routing, the leading logic cell types are sky130_fd_sc_hd__nand2_1, sky130_fd_sc_hd__dfrtp_1, sky130_fd_sc_hd__clkdlybuf4s50_1.

The post-synth tally of flip-flops with integrated enable came out at 0. The mapped cell area came out at 6930 sq um. The sum of overflow across all layers after global routing is 0.

The total detailed-routing wirelength is 18800 um. The aggregate global-route resource usage came out at 0.163. The power report puts the leakage power at 0.00269 uW. The area added between synthesis and finish is 16.9%.

According to the timing report, the critical path is launched from CS_n. The number of global-route vias before repair is 5391. The type of the tightest min-delay check is reg -> reg. The placement row count is 55.

The start point of the worst min-delay path is shift_count[0]. The largest single stage delay on the critical path is 0.52 ns. The detailed-route wire length per cell came out at 17.0 um.

Per Yosys stat, the portion of area used by sequential elements is 0.329. The placer's final routability congestion estimate came out at 0.799. Buffers inserted during clock tree synthesis total 9. The detailed router placed 5969 vias in this run. The synthesis report gives the async set-or-reset register share as 1.00.

The actual transition at the worst max-transition pin is 0.829 ns. For this design the ratio of total power to cell area is 147 nW/um^2. The number of maximum-capacitance violations is 0. The initial antenna violation count is 1. The worst setup path is launched from a flop. The main flop type is sky130_fd_sc_hd__dfrtp_1. Of the post-synthesis cell area, the dominant cell type holds 0.300. The number of cells on the worst hold path came out at 1. The via count normalized by instance count is 5.39. The layout summary lists the proportion of cells stronger than drive strength 1 as 0.121. The cell type group with the largest total delay on the critical path is flip-flops. The buffering stage count on the worst path with inverters included came out at 1. The number of buffers inserted to repair setup after CTS is 0. The cell accounting for the most synthesized area is sky130_fd_sc_hd__dfrtp_1.

The cell depth of the worst setup path is 1. The y dimension of the die is 154 um. The number of logged tool warnings came out at 34.

Detailed-route iteration 0 reported a violation count of 504. The floorplan-stage core utilization is 0.306. The count of state elements after synthesis came out at 91. The number of standard cells reported by yosys is 795. The worst endpoint required time came out at 5.52 ns.

The DRC violations left is 0. At the later pin of the worst-skew pair, clock insertion delay measures 0.40 ns. Looking at the VDD voltage map, the peak drop is 0.189 mV. The maximum number of pins on one net before global-route repair came out at 124. Clock tree synthesis selected as its root buffer the cell sky130_fd_sc_hd__clkbuf_16. The horizontal die dimension is 154 um. STA lists the maximum fanout along the critical path as 2.

The final hold violation count recorded for this run is 0. In the post-synthesis netlist, the biggest area contributors are sky130_fd_sc_hd__dfrtp_1, sky130_fd_sc_hd__o221ai_2, sky130_fd_sc_hd__nand2_1, sky130_fd_sc_hd__a311o_1, sky130_fd_sc_hd__xnor2_1. The number of antenna-violating nets in the routed design came out at 0. The sort of element at the end of the critical path is a primary output. The number of buffer cells added on primary ports came out at 75.

The count of unique library cells instantiated by Yosys came out at 41. The number of cells on the worst reg-to-reg path is 4. Clock skew on the completed layout was measured at 0.0554 ns.

Averaged over all synthesized cells, the footprint is 8.72 sq um. The placeable core area is 22600 sq um. The synthesized instance count is 795.

TritonCTS built the clock tree. Per the placement report, the placed cell count is 1089. The level count of the clock H-tree came out at 3. The most frequent standard cell in the layout excluding fill and tap cells is sky130_fd_sc_hd__nand2_1.

The total setup violations reported at the end of the flow came out at 0. The worst flop-to-flop path startpoint is shift_state. The hold-fix buffer count after cts is 0. The Yosys warning count is 2. The number of slew-limit violations in the final report came out at 0. In the placement report, post-DP HPWL is listed as 12000 um.

The count of TritonRoute iterations in the first routing pass came out at 5. The endpoint identified for the worst register-to-register timing path is sub_seg[49]. The post-route non-filler standard cell count is 1107. According to the I/O placement log, the pin count is 85.

The setup slack of the most critical reg-to-reg path came out at 1.32 ns. Setup repair after global routing left no endpoint under its margin. In the setup report, the worst path falls into the class reg -> out.

The chip area estimate from yosys synthesis is 6930 sq um. The register clock-pin slew on the reported worst setup and hold paths is 0.05 ns. The first global-routing pass estimated 30100 um of wire.
-- cell type report --
class	count	area, sq um
fill	2267	14500
multi-input combinational	620	4250
sequential	91	2280
timing repair buffer	84	838
tap	285	357
clock buffer	11	260
clock inverter	8	81.3
inverter	7	26.3
antenna	1	2.50
-- flip-flops by register name (all words and copies together), names as in the netlist --
| name | cells |
|---|---|
| state | 4 |
| sclk_en_out | 1 |
| shift_start | 1 |
| shift_en | 1 |
| shift_count | 3 |
| sclk_en_in | 1 |
| sub_led | 8 |
| sub_seg | 64 |
| CS_n | 1 |
| shift_state | 1 |
| cnt | 6 |
-- cell usage after synthesis, drive strengths merged, types with 5 or more instances --
cell type,count
dfrtn,5
dfrtp,83
xor2,8
xnor2,64
nor2b,5
nand2,229
inv,8
nand4,16
nor2,11
buf,41
o21ai,13
nor4,6
a311o,72
a21oi,8
ha,5
o221ai,72
nor3,72
clkbuf,43
-- metrics by stage --
step | util | power [uW] | setup slack (ns) | area (sq um) | hold slack, ns
after floorplan | - | 572 | 1.58 | 6960 | 0.312
after global placement | 0.343 | 666 | 1.10 | 7770 | 0.431
after detailed placement | 0.343 | 666 | 1.11 | 7770 | 0.438
after CTS | 0.358 | 1210 | 0.671 | 8100 | 0.438
after global routing | 0.358 | 1240 | 0.629 | 8100 | 0.488
final | 0.358 | 1190 | 0.690 | 8100 | 0.432
-- worst max path at each step --
stage / end / slack (ns)
after global routing: CS_n / 0.63
after CTS: CS_n / 0.67
final: CS_n / 0.69
-- per-layer routing --
layer	up-vias	wire length (um)	GRT usage
met5	-	0	0
met3	13	1030	0.0365
met2	122	8630	0.241
met1	2870	8970	0.256
met4	0	213	0.0162
li1	2964	-	-
-- kinds of logic (layout without fill, tap and decap cells) --
| family | count (synthesis) | after routing | share of synthesized area |
|---|---|---|---|
| AOI/OAI and AO/OA | 175 | 175 | 0.275 |
| xor gates and xnor gates | 72 | 72 | 0.0910 |
| and+or+nand+nor | 355 | 355 | 0.222 |
| other | 1 | 10 | 0.000541 |
| adders and majority gates | 5 | 5 | 0.00903 |
| DFF | 91 | 91 | 0.329 |
| buffers and inverters | 92 | 110 | 0.0672 |
| muxes | 4 | 4 | 0.00596 |
-- where the power goes --
part | internal [uW] | switching (uW) | leakage (uW)
sequential | 533 | 0 | 0.000849
combinational | 52.1 | 54.3 | 0.00166
clock | 319 | 233 | 0.000174
Power and IR drop assume default switching activity.
